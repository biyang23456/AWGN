## ./config.mk

```make
export PLATFORM = sky130hd
export DESIGN_NAME = URNG
export DESIGN_NICKNAME = URNG
export VERILOG_FILES = /design/flow/design.v
export SDC_FILE = /design/flow/constraint.sdc
export NUM_CORES = 4
export LEC_CHECK = 1
export CORE_AREA = 10 10 87 87
export DIE_AREA = 0 0 97 97
```

## ./design.v

```verilog
module URNG (u, s0, s1, s2);
input [31:0] s0, s1, s2;  
output reg [31:0] u;     
reg [31:0] b0, b1, b2, s0_temp, s1_temp, s2_temp;
always @ (*)
begin
b0 = ( ( ( s0 << 13 ) ^ s0 ) >> 19 );
s0_temp = ( ( ( s0 & 32'hFFFFFFFE ) << 12 ) ^ b0 );
b1 = (((s1 << 2) ^ s1 ) >> 25 );
s1_temp = ((( s1 & 32'hFFFFFFF8) << 4) ^ b1);
b2 = ((( s2 << 3) ^ s2) >> 11);
s2_temp = ((( s2 & 32'hFFFFFFF0) << 17) ^ b2);
u = s0_temp ^ s1_temp ^ s2_temp;
end
endmodule 
```

## ./run.sh

```bash
#!/bin/bash
# OpenROAD 26Q1-2900-gdf79404cd8, Yosys 0.63+post, stock flow scripts
make -C /OpenROAD-flow-scripts/flow DESIGN_CONFIG=/design/flow/config.mk WORK_HOME=/design/flow/orfs finish
```

## ./constraint.sdc

```tcl
current_design URNG

set clk_period 1.0
set clk_io_pct 0.2

create_clock -name clk0 -period $clk_period

set non_clock_inputs [all_inputs -no_clocks]
set_input_delay [expr $clk_period * $clk_io_pct] -clock clk0 $non_clock_inputs
set_output_delay [expr $clk_period * $clk_io_pct] -clock clk0 [all_outputs]
```

==> flow_summary.json <==
{
  "period_used_share": 1.230,
  "worst_pin_slew_ns": 0.1761,
  "ff_latch_area_sq_um": 0,
  "ys_sh_aoi": 0,
  "peakVddDrop_mv": 0.2759,
  "slowest_delay_ns": 0.38,
  "hold_viol": 0,
  "wl_per_cell_um": 13.71,
  "antenna_found_initial": 0,
  "drv_slew": 0,
  "avgSynthCellArea_sq_um": 10.70,
  "vias": 1131,
  "syn2layout_area_growth_pct": 172.4,
  "warnings": 42,
  "fp_util": 0.1745,
  "setup_slack_ns": -0.2304,
  "fillers": 547,
  "outcome": "finished with violations",
  "fin_tns_setup_ns": -1.771,
  "drive_gt1_frac": 0.7542,
  "ys_seq_frac": 0,
  "rsz0062_at_grt": "true",
  "cp_cell_sequence": "buf_8, buf_6, xnor2_2, xnor3_1, buf_2",
  "power.density_mw_per_mm2": 569.5,
  "dr.pass1.iters": 2,
  "logic_family": "XOR/XNOR gates",
  "synth_cell_type_count": 3,
  "grt_pass1_wl_mm": 6.720,
  "dieArea_sq_mm": 0.009409,
  "path_class": "in -> out",
  "clock_buffers": 0,
  "die_w_um": 97,
  "syn_inst": 92,
  "max_freq_mhz": 812.8,
  "grt_max_degree": 4,
  "hp-class": "in -> out",
  "post-route-cell-area_sq_mm": 0.002683,
  "grt_use_total": 0.08618,
  "leakage_nw": 1.374,
  "n_antenna_cell": 0,
  "port_buffers": 120,
  "core_area_sq_mm": 0.005642,
  "holdWs_ns": 0.7296,
  "hpwlAfterDp_mm": 3.936,
  "final_util": 0.4755,
  "routed_wirelength_mm": 4.276,
  "io_pins": 128,
  "drt-initial-drc-count": 2,
  "cp_slowest_cell": "xnor3_1",
  "cp-end-kind": "output pin",
  "required_ns": 0.80,
  "post-route-min-period_ns": 1.230,
  "violations": "negative setup slack",
  "synth_adder_area_share": 0,
  "maxCapViolations": 0,
  "mi_logic_area_sq_mm": 0.001383,
  "yosys-stat-cells": 92,
  "path_max_fanout": 2,
  "place.gp.congestion": 0.7976,
  "overflow": 0,
  "cp-start-kind": "primary input",
  "vias_per_cell": 3.625,
  "final_antenna_net_count": 0,
  "yosysChipArea_sq_um": 984.7,
  "die_h_um": 97,
  "p_total_mw": 1.528,
  "syn_area_sq_um": 984.7,
  "yosysWarnings": 1,
  "synthMuxAreaShare": 0,
  "simple_gate_share": 0,
  "setup_violations": 15,
  "grt_pass1_vias": 1218,
  "slew_headroom": 0.8822,
  "worstPathArrival_ns": 1.03,
  "place_area_sq_mm": 0.002464,
  "num_rows": 27,
  "flops": 0,
  "drc": 0,
  "synth-xor-area-share": 1.000
}
-- routing by layer --
layer | part of all wire | GRT usage | routed length (um) | vias up
met4 | 0 | 0 | 0 | 0
met1 | 0.40 | 0.1073 | 1728 | 480
met5 | 0 | 0 | 0 | -
li1 | - | - | - | 584
met2 | 0.48 | 0.1426 | 2047 | 67
met3 | 0.12 | 0.03868 | 500 | 0
-- cell type report --
| type | instances | area share |
|---|---|---|
| well taps | 72 | 0.03358 |
| multi-input cells | 92 | 0.5154 |
| repair buffers | 148 | 0.4510 |
-- stage by stage --
stage,instances,worst slack [ns]
floorplan,92,0.1194
global placement,309,-0.9874
detailed placement,309,-0.9643
CTS,312,-0.3005
global route,312,-0.2583
finish,312,-0.2304
-- critical path: cells and delay by family --
kind                      cells  cell delay (ns)
xor gates and xnor gates      2             0.49
buffers and inverters         3             0.34
-- synthesized netlist by cell type, drive strengths merged --
cell type   n  share of area
xnor2      65           0.58
xnor3      13           0.30
xor2       14           0.12
-- cells in the final DEF (no fill, tap or decap), drive strengths merged --
cell type	synthesis	final
clkdlybuf4s15	0	7
clkbuf	0	10
buf	0	122
dlygate4sd2	0	9
xnor2	65	65
xnor3	13	13
xor2	14	14
-- final timing paths --
check,start,slack [ns],depth (start not counted),endpoint
max,s2[14],-0.23,5,u[3]
min,s0[15],0.73,4,u[27]
-- repair_timing --
| item | 4_1_cts | 5_1_grt |
|---|---|---|
| gates resized | 484 | 45 |
| pin swaps | 83 | 48 |
| endpoints found under the setup margin | 32 | 31 |
| hold buffers | 0 | 0 |
| hold endpoints to repair | 0 | 0 |
| setup buffers | 3 | 0 |
-- where the power goes --
part           switching [mW]  internal [mW]
Clock                       0              0
Sequential                  0              0
Combinational           0.453           1.07
Total                   0.453           1.07
-- kinds of logic (layout without fill, tap and decap cells) --
| group | Yosys count | after routing |
|---|---|---|
| buf+inv | 0 | 148 |
| xor+xnor | 92 | 92 |
Power figures rest on the tool's default switching activity, not on a simulated workload.
